`flow/config.mk`:
```
export PLATFORM = sky130hd
export DESIGN_NAME = ceroToSevenFSM
export DESIGN_NICKNAME = ceroToSevenFSM
export VERILOG_FILES = /design/flow/design.v
export SDC_FILE = /design/flow/constraint.sdc
export NUM_CORES = 4
export LEC_CHECK = 1
export CORE_AREA = 10 10 70 70
export DIE_AREA = 0 0 80 80
```
`flow/constraint.sdc`:
```
current_design ceroToSevenFSM

set clk_period 1.0
set clk_io_pct 0.2

create_clock -name clk0 -period $clk_period [get_ports {clk}]

set non_clock_inputs [all_inputs -no_clocks]
set_input_delay [expr $clk_period * $clk_io_pct] -clock clk0 $non_clock_inputs
set_output_delay [expr $clk_period * $clk_io_pct] -clock clk0 [all_outputs]
```
`flow/design.v`:
```
module ceroToSevenFSM (
    input wire clk,
    input wire re,
    output wire [3:0] Salida
);
localparam [3:0] 
    S0 = 3'b000,
    S1 = 3'b001,
    S2 = 3'b010,
    S3 = 3'b011,
    S4 = 3'b100,
    S5 = 3'b101,
    S6 = 3'b110,
    S7 = 3'b111;
reg [3:0] state_reg;  
reg [3:0] state_next;  
always @(posedge clk, posedge re) begin
    if(re)begin
        state_reg <= S0;            
    end else begin
        state_reg <= state_next;
    end
end
always @(*) begin
    state_next = state_reg;
    case (state_reg)
        S0: state_next = S1;
        S1: state_next = S2;
        S2: state_next = S3;
        S3: state_next = S4;
        S4: state_next = S5;
        S5: state_next = S6;
        S6: state_next = S7;
        S7: state_next = S0; 
        default: state_next = state_reg;
    endcase
end
assign Salida[3] = state_reg[3];
assign Salida[2] = state_reg[2];
assign Salida[1] = state_reg[1];
assign Salida[0] = state_reg[0];
endmodule
```
`flow/run.sh`:
```
#!/bin/bash
# OpenROAD 26Q1-2900-gdf79404cd8, Yosys 0.63+post, stock flow scripts
make -C /OpenROAD-flow-scripts/flow DESIGN_CONFIG=/design/flow/config.mk WORK_HOME=/design/flow/orfs finish
```
==> summary.txt <==
Numbers from the implementation run.

The region available for standard cell placement spans approximately 0.0034 mm^2. The number of standard cells reported by yosys is 21. Ranked by total cell area, the synthesized netlist is headed by dfrtp_1 35%, ha_1 23%, nor4_2 5.8%. Sorting the synthesis cell report by count puts at the top ha_1. Entering global routing, the biggest net connects 5 pins. The OpenROAD report gives the critical path a data arrival time of 1.50 ns.

The routed layout has a little under 200 vias. The largest fanout on the critical path is 4. The total global routing overflow is 0.

The power density over the cells is 736 mW/mm^2. The flow ran to the end, but the final reports show violations. The post-synthesis instance total is 21. In this run, the synthesized area fraction spent on xor and xnor cells is recorded as 0%.

The clock edge transition at the registers on the reported setup and hold paths is ~0.040 ns. The post-route DRC violation count is 0. The hold-fix buffer count after cts is 0. The stage-log warning count is 31. The tool flagged a number of max-cap violations equal to 0.

The total inserted antenna cells is 0. The area growth from synthesis to layout is 109%. TritonCTS built the clock tree.

The count of warnings emitted by yosys is 1. The global placer's final weighted congestion is 0.636. The simple-gate portion of the synthesized area is 19.7%.

Endpoints with negative setup slack in the final report add up to 5. The floorplan report gives the top-level pin count as 6. Global routing consumed, over all layers together, under 10% of the routing resources. The wire length of the first global-routing pass is ~940 um. As logged by OpenROAD, the buffers inserted on ports number 4.

The compound-cell area share of the yosys netlist is 6.94%. Sequential elements use 34.7% of the synthesized area. The area share of the largest cell type after synthesis is between 30% and 40%.

Synthesis instantiated 13 different standard cells from the library. The hold violation count in the final report is 0. Per the post-synthesis stats, the area per cell is 10.3 um^2. The launching instance or port of the critical path is state_reg[1]$_DFFE_PP0P_. The area of the die is 0.00640 mm^2.

The final reports fail on negative setup slack. The sort of element at the start of the critical path is a register. The final critical path time including I/O delays and setup is 1.39 ns. The fmax is 721 MHz. By count the netlist is led by 4 x ha_1, 3 x dfrtp_1, 3 x inv_1, 2 x nor2_1.

The worst setup path is captured at a register. The number of global-route vias before repair was 227. The mapped cell area is 216 um^2. In this run the deepest clock path goes through 2 buffers. For this configuration, the core starts out at a cell density of 6.34%. The launch instance of the worst register-to-register path is state_reg[1]$_DFFE_PP0P_. Setup repair after global routing could not meet its margin everywhere. The worst setup margin is -0.388 ns.

For this sky-water flow run, the detailed-routed wirelength per cell is reported as around 6.4 um. The leakage dissipation is 0.176 nW. The clock latency at the later pin of the worst-skew pair is 0.23 ns.

The number of enable flip-flop cells is 0. The number of flip-flops under the largest register name is 3. OpenSTA, run right after detailed placement, puts the worst setup slack at -0.428 ns. The die span in y is approximately 80 um. At the worst endpoint, the required time is between 1 and 1.5 ns. The path type of the worst min-delay path is input pin to asynchronous set/reset pin.

The share of flip-flops with an asynchronous set or reset is 100%. The number of synthesized register bits is 3. In this run, the number of DRC markers left after iteration 0 of detailed routing was 2.

The number of cells on the worst reg-to-reg path is 4. The clock tree root buffer cell is clkbuf_4. The placement row count is 21. In the final layout, the share of cells above drive strength 1 is 68.6%. The part of the cycle the worst path needs is 139%. The cell accounting for the most synthesized area is dfrtp_1. In the setup report, the worst path falls into the class register to register. The initial antenna violation count is 0. The final antenna-violating net count is 0.

Looking at the cell usage after synthesis, the top flip-flop cell is dfrtp_1. The number of clock buffers added by TritonCTS is 3. After synthesis, the chip area reported by Yosys is 216 um^2. Among the non-sequential cells, adder cells take the most area. The area share of fa/ha/maj cells after synthesis is 23.1%. For the final database, setup skew stands at 0.00209 ns. For this run, the detailed router's first-pass iteration total came to 2.

The total count of max-transition violations in the final report is 0. The largest voltage drop on the vdd net is 637 uV. The total design power is 333 uW. Per the OpenROAD floorplan log, the width of the die is 80 um.

Summed over all layers, the routed wires come to 515 um. The routed design shows a via density per instance of roughly 2.4. Counting every sink on the clock net gives 3. Yosys reports the multiplexer fraction of the synthesized area as 5.20%. Per the CTS log, the maximum H-tree level is 1.
==> layout by cell type, fill, tap and decap left out <==
cell / n
conb_1: 1
nor2_1: 2
or2_2: 1
inv_1: 1
buf_6: 4
inv_2: 2
nor3b_1: 1
clkbuf_1: 1
a21oi_1: 1
clkbuf_4: 3
ha_2: 1
dfrtp_1: 1
nor4_4: 1
dfrtp_2: 2
mux2_4: 1
ha_4: 3
nor4b_2: 1
clkdlybuf4s50_1: 1
clkbuf_2: 1
buf_4: 4
dlygate4sd2_1: 1
o32a_1: 1
==> report_power, final <==
part	internal, mW	switching, mW	total (mW)	leakage [nW]
clock	0.149	0.0559	0.205	0.0150
sequential	0.122	0	0.122	0.0392
combinational	0.00364	0.00254	0.00618	0.122
total	0.275	0.0584	0.333	0.176
==> logic make-up (layout without fill, tap and decap cells) <==
| logic type | after synthesis | in the layout |
|---|---|---|
| and+or+nand+nor | 6 | 6 |
| adders and majority gates | 4 | 4 |
| buffers and inverters | 4 | 18 |
| DFF | 3 | 3 |
| AOI/OAI and AO/OA | 2 | 2 |
| other | 1 | 1 |
| muxes | 1 | 1 |
==> metrics by stage <==
step / cells / util [%] / cell area (um^2) / TNS (ns) / hold slack [ns]
after floorplan: 21 / - / 221 / -0.677 / -0.0464
after global placement: 75 / 10.2 / 349 / -1.36 / 0.372
after detailed placement: 75 / 10.2 / 349 / -1.41 / 0.374
after global routing: 81 / 13.3 / 453 / -1.74 / 0.147
after CTS: 81 / 13.4 / 458 / -1.50 / 0.123
final: 81 / 13.3 / 453 / -1.47 / 0.133
==> final cells by class <==
class	instances	area [um^2]
Fill cell	394	2960
Tap cell	46	57.6
Clock buffer	4	26.3
Timing Repair Buffer	11	98.8
Inverter	3	11.3
Multi-Input combinational cell	14	181
Sequential cell	3	77.6
==> worst paths after layout <==
| path | endpoint | slack, ns |
|---|---|---|
| worst max-delay path | state_reg[1]$_DFFE_PP0P_ | -0.39 |
| worst min-delay path | state_reg[1]$_DFFE_PP0P_ | 0.13 |
| worst max register to register | state_reg[1]$_DFFE_PP0P_ | -0.39 |
| worst min register to register | state_reg[2]$_DFFE_PP0P_ | 0.55 |
| max in group asynchronous | state_reg[0]$_DFFE_PP0P_ | 0.73 |
| min in group clk0 | state_reg[2]$_DFFE_PP0P_ | 0.55 |
==> repair_timing <==
item,CTS,global route
pin swaps,4,2
endpoints found under the setup margin,6,6
resized,22,2
hold endpoints to repair,0,0
buffers inserted,2,1
==> critical path, cell delays in order, from the launching register on <==
cell and delay (ns):
dfrtp_2 0.43, inv_2 0.08, ha_4 0.17, nor4_4 0.27, mux2_4 0.32
==> routing by layer <==
layer / vias to the layer above / global-route usage [%] / wire (um)
met5: - / 0 / 0
met4: 0 / 0.704 / 0
met3: 0 / 1.25 / 62
met2: 5 / 2.25 / 205
met1: 89 / 2.13 / 247
li1: 99 / - / -
Power and IR drop assume default switching activity.
