## config.mk

```make
export PLATFORM = sky130hd
export DESIGN_NAME = ram16words
export DESIGN_NICKNAME = ram16words
export VERILOG_FILES = /design/flow/design.v
export SDC_FILE = /design/flow/constraint.sdc
export NUM_CORES = 4
export LEC_CHECK = 1
export CORE_AREA = 10 10 78 78
export DIE_AREA = 0 0 88 88
```

## constraint.sdc

```tcl
current_design ram16words

set clk_period 1.2
set clk_io_pct 0.2

create_clock -name clk0 -period $clk_period [get_ports {clk}]

set non_clock_inputs [all_inputs -no_clocks]
set_input_delay [expr $clk_period * $clk_io_pct] -clock clk0 $non_clock_inputs
set_output_delay [expr $clk_period * $clk_io_pct] -clock clk0 [all_outputs]
```

## design.v

```verilog
module ram16words 
# 
(
parameter b = 4,  
          N = 4  
)
(
    input wire clk,
    input wire we,  
    input wire [N-1:0] address,
    input wire [b-1:0] write_data,
    output reg [b-1:0] read_data
);
reg [b-1:0] memory [0:N-1];  
always @(posedge clk) begin
    if (we) begin  
        memory[address] <= write_data;  
    end
end
always @(*) begin
    read_data <= memory[address];  
end
endmodule
```

## run.sh

```bash
#!/bin/bash
# OpenROAD 26Q1-2900-gdf79404cd8, Yosys 0.63+post, stock flow scripts
make -C /OpenROAD-flow-scripts/flow DESIGN_CONFIG=/design/flow/config.mk WORK_HOME=/design/flow/orfs finish
```

==> flow_metrics.tcl <==
# yosys + openroad results
set metrics [dict create \
    drtPass1Iterations 4 \
    postSynthAreaPerCell_um2 24.7 \
    overflow 0 \
    tritoncts "yes" \
    period_used_share 1.20 \
    top_regs "memory: 16 flops" \
    yosysChipArea_um2 617 \
    h-tree-depth 1 \
    syn_to_final_growth_pct 42.0 \
    slew_headroom 0.790 \
    ir_drop_uv 710 \
    ant_nets 0 \
    synth_stat.cells 25 \
    worstPathArrival_ns 1.20 \
    mostFrequentLayoutCells "edfxtp_1 (16), buf_2 (5), clkdlybuf4s50_1 (5)" \
    core.rowCount 24 \
    fin_ws_ns -0.236 \
    holdWs_ns 0.637 \
    max_cap_violations 0 \
    endpoint_kind "output port" \
    grt_max_degree 9 \
    hp-start "write_data[2]" \
    tightestPinTransition_ns 0.315 \
    track_usage 0.0310 \
    layout_top_cell "edfxtp_1" \
    drt_wl_total_mm 1.10 \
    die_x_um 88 \
    outcome "finished with violations" \
    cts.sinks 16 \
    dp.cells 91 \
    hold_depth 1 \
    grt_pass1_vias 383 \
    cp.required_ns 0.96 \
    met1_length_um 468 \
    antenna_found_initial 0 \
    drv_slew 0 \
    regMostFlops "memory" \
    hpwl_um 808 \
    drtIter0Drc 40 \
    gp_congestion 0.644 \
    p_leak_nw 0.304 \
    setup_viol 4 \
    largest_register_ffs 16 \
    wl_met3_um 145 \
    critPathLaunchType "flop" \
    crit_start "memory[2][3]" \
    io_buffer_count 11 \
    fp.dieArea_um2 7740 \
    setup_tns_ns -0.906 \
    clock_path_buffers 2 \
    grt_first_pass_wirelength_mm 1.83 \
    syn_area_um2 617 \
    drt-wirelength-per-cell_um 11.2 \
    clk_root_buffer_cell "clkbuf_8" \
    diodes 0 \
    synth.distinct_cells 6 \
    ys.flops 16 \
    synth.yosys.warnings 1 \
    tool_warnings 29 \
    postLayoutCoreUtil 0.198 \
    vias 313 \
    synth_cells 25 \
    synth-seq-area-share 0.779 \
    clk_pin_slew_ns 0.05 \
    whs_endpoint "memory[2][2]" \
    period_needed_ns 1.44 \
    violations "setup timing" \
    ios 14 \
    powerDensity_nw_per_um2 1280 \
    cts-buffers-inserted 3 \
    drive_gt1_frac 0.522 \
    power.total_mw 1.13 \
    critPathKind "flop to output port" \
    hold_viol 0 \
    drc_errors 0 \
    hold_class "input port to flop" \
    finalNonFillerCells 98 \
    viasPerCell 3.19 \
    rsz0062_at_grt "yes" \
    fp_util 0.140 \
    met2WireLength_um 482 \
    routed.top_layer "met3" \
    core-area_um2 4410 \
    die_y_um 88 \
    crit_fanout 1 \
    ctsHoldBuffers 0 \
    max_freq_ghz 0.697 \
]
final cells by class:
type                            count  area [µm²]
Fill cell                         448        3540
Sequential cell                    16         480
Timing Repair Buffer               19         159
Multi-Input combinational cell      8         130
Tap cell                           52        65.1
Clock buffer                        3        41.3
kinds of logic after synthesis:
| group | Yosys count | share of synthesized area |
|---|---|---|
| flops | 16 | 0.779 |
| mux | 4 | 0.146 |
| simple gates | 4 | 0.0568 |
| buf+inv | 1 | 0.0183 |
routing by layer:
layer	up-vias	GRT usage
met5	-	0
met4	0	0.00290
met3	0	0.0299
met2	15	0.0430
met1	149	0.0352
li1	149	-
through the flow:
step           instance area [µm²]  worst slack [ns]
4_1_cts                        876            -0.255
5_1_grt                        876            -0.292
6_report                       876            -0.236
3_5_place_dp                   811            -0.868
3_3_place_gp                   811            -0.862
2_1_floorplan                  617            0.0815
power by group:
group | internal (mW) | switching, mW | leakage [nW]
Clock | 0.221 | 0.146 | 0.0216
Combinational | 0.0696 | 0.0382 | 0.136
Sequential | 0.645 | 0.00505 | 0.147
Total | 0.936 | 0.189 | 0.304
synth_stat cells:
master,n,share of area
mux4_2,4,0.15
and3b_2,2,0.032
and3_2,1,0.012
edfxtp_1,16,0.78
nor3b_1,1,0.012
buf_6,1,0.018
worst max path at each step:
stage	slack, ns	endpoint	cells after the start
4_1_cts	-0.26	read_data[0]	2
5_1_grt	-0.29	read_data[3]	2
6_report	-0.24	read_data[3]	2
critical path, cell delays in order (launching register included):
cell,delay [ns]
edfxtp_1,0.36
mux4_2,0.46
buf_2,0.13
repair_timing:
item,in CTS,in global routing
setup endpoints to repair,20,4
pin swaps,0,0
buffers inserted,4,0
resized,23,0
Power is estimated from default activity; no workload was simulated.
