**design/flow/run.sh**
```bash
#!/bin/bash
# OpenROAD 26Q1-2900-gdf79404cd8, Yosys 0.63+post, stock flow scripts
make -C /OpenROAD-flow-scripts/flow DESIGN_CONFIG=/design/flow/config.mk WORK_HOME=/design/flow/orfs finish
```
**design/flow/config.mk**
```make
export PLATFORM = sky130hd
export DESIGN_NAME = secuenciarNotas
export DESIGN_NICKNAME = secuenciarNotas
export VERILOG_FILES = /design/flow/design.v
export SDC_FILE = /design/flow/constraint.sdc
export NUM_CORES = 4
export LEC_CHECK = 1
export CORE_UTILIZATION = 40
```
**design/flow/constraint.sdc**
```tcl
current_design secuenciarNotas

set clk_period 4.1
set clk_io_pct 0.2

create_clock -name clk0 -period $clk_period [get_ports {clk}]

set non_clock_inputs [all_inputs -no_clocks]
set_input_delay [expr $clk_period * $clk_io_pct] -clock clk0 $non_clock_inputs
set_output_delay [expr $clk_period * $clk_io_pct] -clock clk0 [all_outputs]
```
**design/flow/design.v**
```verilog
module freqdividerM(
    input wire clk,
    output wire clk_salida
);
parameter M = 45801;  
localparam N = $clog2(M);
reg [N-1:0] contadorParaDividir = 0;
always @(posedge clk)
  if (contadorParaDividir == M - 1) 
    contadorParaDividir <= 0;
  else 
    contadorParaDividir <= contadorParaDividir + 1;
assign clk_salida = contadorParaDividir[N-1];
endmodule
module secuenciarNotas(
    input wire clk, 
    output reg square_wave_final
);
wire Do_plus, Do, Re, Mi, Fa, Sol, La, Si, La_numeral;
reg [5:0] sel = 0;
wire clk2;
parameter C_plus = 22944;
parameter C = 45801;
parameter D = 40816;
parameter E = 36363;
parameter F = 34383;
parameter G = 30612;
parameter A = 27272;
parameter B = 24291;
parameter A_numeral = 25751;
parameter freqClk2 = 2800000;
freqdividerM #(C_plus)
  DO_plus (
    .clk(clk),
    .clk_salida(Do_plus)
);
freqdividerM #(C)
  DO (
    .clk(clk),
    .clk_salida(Do)
);
freqdividerM #(D)
  RE (
    .clk(clk),
    .clk_salida(Re)
);
freqdividerM #(E)
  MI (
    .clk(clk),
    .clk_salida(Mi)
);
freqdividerM #(F)
  FA (
    .clk(clk),
    .clk_salida(Fa)
);
freqdividerM #(G)
  SOL (
    .clk(clk),
    .clk_salida(Sol)
);
freqdividerM #(A)
  LA (
    .clk(clk),
    .clk_salida(La)
);
freqdividerM #(A_numeral)
  A_NUM (
    .clk(clk),
    .clk_salida(La_numeral)
);
freqdividerM #(freqClk2)
  CLK2 (
    .clk(clk),
    .clk_salida(clk2)
);
always @*
  case (sel)
     0 : square_wave_final <= Do;
     1 : square_wave_final <= 0;
     2 : square_wave_final <= Do;
     3 : square_wave_final <= 0;
     4 : square_wave_final <= Re;
     5 : square_wave_final <= 0;
     6 : square_wave_final <= Do;
     7 : square_wave_final <= 0;
     8 : square_wave_final <= Fa;
     9 : square_wave_final <= 0;
     10 : square_wave_final <= Mi;
     11 : square_wave_final <= 0;
     12 : square_wave_final <= 0;
     13 : square_wave_final <= Do;
     14 : square_wave_final <= 0;
     15 : square_wave_final <= Do;
     16 : square_wave_final <= 0;
     17 : square_wave_final <= Re;
     18 : square_wave_final <= 0;
     19 : square_wave_final <= Do;
     20 : square_wave_final <= 0;
     21 : square_wave_final <= Sol;
     22 : square_wave_final <= 0;
     23 : square_wave_final <= Fa;
     24 : square_wave_final <= 0;
     25 : square_wave_final <= 0;
     26 : square_wave_final <= Do;
     27 : square_wave_final <= 0;
     28 : square_wave_final <= Do;
     29 : square_wave_final <= 0;
     30 : square_wave_final <= Do_plus;
     31 : square_wave_final <= 0;
     32 : square_wave_final <= La;
     33 : square_wave_final <= 0;
     34 : square_wave_final <= Fa;
     35 : square_wave_final <= 0;
     36 : square_wave_final <= Mi;
     37 : square_wave_final <= 0;
     38 : square_wave_final <= Re;
     39 : square_wave_final <= 0;
     40 : square_wave_final <= 0;
     41 : square_wave_final <= La_numeral;
     42 : square_wave_final <= 0;
     43 : square_wave_final <= La_numeral;
     44 : square_wave_final <= 0;
     45 : square_wave_final <= La;
     46 : square_wave_final <= 0;
     47 : square_wave_final <= Fa;
     48 : square_wave_final <= 0;
     49 : square_wave_final <= Sol;
     50 : square_wave_final <= 0;
     51 : square_wave_final <= Fa;
     default : square_wave_final <= 0;
  endcase
always @(posedge clk2) begin
  sel <= sel + 1;
end
endmodule
```
==> results.py <==
# Generated from Yosys and OpenROAD reports
metrics = {
    "global_routing": {
        "overflow": 0,
        "grt_pass1_wl_mm": 19.27,
        "antenna_found_initial": 0,
        "grtUsageTotal": 0.1414,
        "grt_max_degree": 17,
        "met2_usage": 0.2152,
        "gr-usage-met1": 0.2180,
        "met3_usage": 0.03196,
        "top_usage_layer": "met1",
        "grt_pass1_vias": 4358,
    },
    "route": {
        "drc": 0,
        "dr_total_vias": 4643,
        "wl_per_cell_um": 11.46,
        "avgViaCountPerCell": 4.976,
        "ant_nets": 0,
        "wl_mm": 10.69,
        "diodes": 0,
        "drtIter0Drc": 235,
        "dr.pass1.iters": 5,
    },
    "setup_path": {
        "critPathArrivalTime_ps": 1970,
        "path_delay_family": "AND-OR/OR-AND gates",
        "path_cells": "o211ai_1 -> nor4_1 -> a41oi_1 -> o2111ai_1 -> a311o_1 -> clkdlybuf4s50_1",
        "r2r_slack_ps": 2090,
        "crit_path_max_incr_delay_ps": 470,
        "cp_max_fo": 3,
        "reg2reg_depth": 4,
        "critPathLaunchType": "flop",
        "critPathRequiredTime_ps": 3280,
        "critPathCaptureType": "output pin",
        "rr_endpoint": "CLK2.contadorParaDividir[19]",
        "crit_type": "flop to output pin",
        "timing.rr.start": "CLK2.contadorParaDividir[21]",
        "cp_slowest_cell": "clkdlybuf4s50_1",
        "crit_buf_inv": 1,
    },
    "cells_and_area": {
        "final_cells": 933,
        "lay_top_cells": "dfxtp_1, nor2_1, xor2_1",
        "area_growth_syn_to_layout_pct": 13.74,
        "layout_top_cell": "dfxtp_1",
        "drive_above_1_share": 0.05858,
    },
    "yosys": {
        "yosysWarnings": 10,
        "ys_ff": 152,
        "ys_cells": 695,
        "ys_seq_share": 0.4673,
        "syn_area_mm2": 0.006511,
        "ys_async_sr_fraction": 0,
        "synth-edff-count": 0,
        "synth.distinct_cells": 52,
        "synth.top_cell.area_share": 0.4673,
        "yosys_area_mm2": 0.006511,
        "syn_avg_cell_area_um2": 9.369,
        "top_area_cell": "dfxtp_1",
        "synthCells": 695,
        "topCellsByArea": "dfxtp_1, xor2_1, xnor2_1",
        "ff_type": "dfxtp_1",
    },
    "min_path": {
        "whs_path_depth": 1,
        "hold_class": "flop to flop",
        "worstHoldStart": "RE.contadorParaDividir[0]",
        "min_to": "RE.contadorParaDividir[0]",
    },
    "final_timing": {
        "unconstrained_endpoints": 6,
        "tightest_slew_ps": 714.8,
        "period_used_share": 0.6809,
        "setup_violations": 0,
        "fin_setup_tns_ps": 0,
        "timing.final.crit_period_ps": 2792,
        "final_max_slew_viol_count": 0,
        "unclocked_regs": 6,
        "hold_viol": 0,
        "fin_skew_ps": 7.586,
        "timing.fmax_mhz": 358.2,
        "slew_headroom": 0.5199,
        "rsz0062_at_grt": "no",
    },
    "clock_tree": {
        "numCtsBuffers": 17,
        "cts_tree": "done",
        "clkLatencyLatePin_ps": 410,
        "cts_resized": 0,
        "cts-root-buf": "clkbuf_16",
        "h-tree-depth": 4,
        "post_cts_buffers": 0,
        "cts.clk_slew.worst_paths_ps": 60,
        "cts_buffer_depth": 2,
        "cts_hold_buffers": 0,
    },
    "power": {
        "p_per_area_mw_per_mm2": 427.6,
        "power_switching_share": 0.1761,
        "p_clk_frac": 0.552,
        "seqPwrFrac": 0.448,
        "p_int_mw": 2.609,
        "p_switching_mw": 0.5577,
        "ir_worst_vdd_uv": 326.8,
        "power.leakage_nw": 2.818,
        "p_comb_frac": 0,
        "total_power_mw": 3.166,
    },
    "place": {
        "dp_hpwl_mm": 7.069,
        "gp_congestion": 0.8189,
        "io_buffers": 1,
        "place_inst": 901,
    },
    "floorplan": {
        "initCoreUtil": 0.4099,
        "core_area_mm2": 0.01589,
        "die-area_mm2": 0.01679,
        "die_x_um": 129.6,
        "die_h_um": 129.6,
        "row_count": 46,
        "pin_count": 2,
    },
    "flow_run": {
        "drv_cap": 0,
        "warnings": 32,
    },
    "outcome": {
        "status": "finished clean",
    },
}
==> how the worst max path moves through the flow <==
| stage | from | endpoint | slack (ps) | depth (start not counted) |
|---|---|---|---|---|
| finish | A_NUM.contadorParaDividir[14] | square_wave_final | 1310 | 6 |
| global route | A_NUM.contadorParaDividir[14] | square_wave_final | 1200 | 6 |
| CTS | A_NUM.contadorParaDividir[14] | square_wave_final | 1300 | 6 |
==> area by class of cell <==
type	count	area, µm²
Sequential cell	152	3043
Inverter	17	63.81
Clock buffer	23	478.0
Multi-Input combinational cell	515	3341
Timing Repair Buffer	1	10.01
Tap cell	216	270.3
Fill cell	1424	8479
Clock inverter	9	200.2
==> logic make-up after synthesis <==
group	synth area share
compound gates	0.03017
xor+xnor	0.1614
buf+inv	0.01960
mux	0.006341
flops	0.4673
simple gates	0.2825
fa+ha+maj	0.03267
==> synthesized netlist by cell type (2+ instances only) <==
library cell  count
or4_1             3
o21ai_1           2
buf_2             5
and4_1            9
nand4_1          34
dfxtp_1         152
and3_1           21
xor2_1           63
ha_1             17
nor3_4            2
buf_4             2
nand2b_1          6
o21a_1            2
nand4b_1          5
nor4_1            5
or3_1             5
nor4_4            2
a21oi_1           8
nand2_1          48
clkbuf_1          2
mux2i_1           3
nand3b_1          4
nor3_1           13
a41oi_1           2
nor2_1          104
nor4b_1           3
inv_1            17
xnor2_1          57
nand3_1          58
and2_1            3
nor2b_1           6
o21ai_0          11
nor3_2            2
==> registers in the layout, summed over array words and instances, names as in the netlist <==
| register | flops |
|---|---|
| DO.contadorParaDividir | 16 |
| CLK2.contadorParaDividir | 22 |
| A_NUM.contadorParaDividir | 15 |
| sel | 6 |
| RE.contadorParaDividir | 16 |
| SOL.contadorParaDividir | 15 |
| DO_plus.contadorParaDividir | 15 |
| LA.contadorParaDividir | 15 |
| FA.contadorParaDividir | 16 |
| MI.contadorParaDividir | 16 |
==> per-stage QoR <==
step	instance area [µm²]	hold slack (ps)	util	setup WS, ps
detailed placement	6728	444.4	0.4235	1733
finish	7406	449.5	0.4662	1308
floorplan	6511	412.8	-	2305
CTS	7406	455.7	0.4662	1298
global route	7406	477.8	0.4662	1197
global placement	6728	423.5	0.4235	1748
==> metal layers <==
layer,share of wire,up-vias
met4,0.0036,0
met5,0,-
li1,-,2418
met1,0.53,2183
met3,0.026,2
met2,0.44,40
==> power by group through the flow <==
stage / logic, mW / clock network, mW / registers (mW)
after CTS: 0.00000127 / 1.78 / 1.42
final: 0.00000127 / 1.75 / 1.42
after global routing: 0.00000127 / 1.85 / 1.42
Power figures rest on the tool's default switching activity, not on a simulated workload.
